--- design/flow/config.mk ---
export PLATFORM = sky130hd
export DESIGN_NAME = SEG7dec
export DESIGN_NICKNAME = SEG7dec
export VERILOG_FILES = /design/flow/design.v
export SDC_FILE = /design/flow/constraint.sdc
export NUM_CORES = 4
export LEC_CHECK = 1
export CORE_AREA = 10 10 70 70
export DIE_AREA = 0 0 80 80
--- design/flow/constraint.sdc ---
current_design SEG7dec

set clk_period 2.3
set clk_io_pct 0.2

create_clock -name clk0 -period $clk_period

set non_clock_inputs [all_inputs -no_clocks]
set_input_delay [expr $clk_period * $clk_io_pct] -clock clk0 $non_clock_inputs
set_output_delay [expr $clk_period * $clk_io_pct] -clock clk0 [all_outputs]
--- design/flow/design.v ---
`timescale 1ns / 1ps
module SEG7dec(num_in, numCode_out);
	input[3:0] num_in;
	output[6:0] numCode_out;
	assign numCode_out = (num_in == 4'd0)?  7'b0000001 :
								(num_in == 4'd1)?  7'b1001111 :
								(num_in == 4'd2)?  7'b0010010 :
								(num_in == 4'd3)?  7'b0000110 :
								(num_in == 4'd4)?  7'b1001100 :
								(num_in == 4'd5)?  7'b0100100 :
								(num_in == 4'd6)?  7'b0100000 :
								(num_in == 4'd7)?  7'b0001111 :
								(num_in == 4'd8)?  7'b0000000 :
								(num_in == 4'd9)?  7'b0000100 :
								(num_in == 4'd10)? 7'b0001000 :
								(num_in == 4'd11)? 7'b1100000 :
								(num_in == 4'd12)? 7'b0110001 :
								(num_in == 4'd13)? 7'b1000010 :
								(num_in == 4'd14)? 7'b0110000 : 0111000;
endmodule
--- design/flow/run.sh ---
#!/bin/bash
# OpenROAD 26Q1-2900-gdf79404cd8, Yosys 0.63+post, stock flow scripts
make -C /OpenROAD-flow-scripts/flow DESIGN_CONFIG=/design/flow/config.mk WORK_HOME=/design/flow/orfs finish
==> out/qor.txt <==
required time of the critical path -> 1.84 ns
Post-DP HPWL -> 659.7 microns
delay of the slowest cell on the worst path -> 0.48 ns
post-detailed-route via-to-cell ratio -> 3.105
final count of pins violating max slew -> 0
sequential cell count -> 0
routed wire length per instance -> 8.200 microns
data arrival time of the worst path -> 1.79 ns
setup repair after global routing missed its margin -> no
worst-margin pin slew -> 0.2188 ns
buffers inserted during post-CTS setup optimization -> 0
leading cell types by count after synthesis -> o211ai_1 (4), nand2b_1 (3), nand4b_1 (3), or4b_1 (3)
Pre-Place Util -> 6.813%
tool warnings -> 32
# setup viols final -> 0
global-route wire length before repair -> 1228 microns
area growth from synthesis to layout -> 97.31%
total cell area reported by yosys after synthesis -> 232.7 sq um
number of top-level pins -> 11
CP max-delay cell -> clkdlybuf4s50_1
routability congestion estimate -> 0.6480
average footprint of a synthesized cell -> 7.273 sq um
post-synth cell types -> 21
Post-Route WL -> 779 microns
path category of the worst min-delay check -> in -> out
top cell type by instance count after synthesis -> o211ai_1
global router's overall resource usage -> 2.263%
number of non-filler instances in the completed layout -> 95
Final Hold Violating Endpoints -> 0
Pwr Density -> 144.8 nW/um^2
area of the core -> 3416 sq um
total global routing overflow -> 0
count of maximum capacitance violations -> 0
number of clock-tree buffers in the layout -> 0
Setup crit start kind -> input port
minimum setup slack after placement -> -0.3655 ns
post-layout power -> 66.51 uW
minimum clock period -> 2.254 ns
total vias in the final route -> 295
achievable clock frequency -> 0.4436 GHz
Setup WS post-layout -> 0.04590 ns
width of the die -> 80 microns
fraction of layout instances using a drive strength above 1 -> 32.65%
die extent in y -> 80 microns
Synth warnings -> 0
Top-area cell share -> 12.90%
Static Leak -> 0.1920 nW
flip-flop and latch area -> 0 sq um
Seq/Total Area, Yosys -> 0%
library cell with the largest summed area after synthesis -> or4b_1
worst-path maximum fanout -> 8
Placed Cells incl. Taps -> 95
synth top area cells -> or4b_1 (13%), o211ai_1 (13%), nand4b_1 (11%)
floorplan die area -> 6400 sq um
final standard cell area without fillers -> 459.2 sq um
number of global-route vias before repair -> 249
crit share post-route -> 98.00%
number of antenna violations at the first check in global routing -> 0
dpl cell area -> 454.2 sq um
buffers added on ports -> 11
row count -> 21
normalized max-slew margin -> 85.18%
Peak supply drop -> 22.60 uV
number of cell instances after yosys synthesis -> 32
startpoint-to-endpoint class of the critical path -> in -> out
total iterations of the first detailed-routing run -> 2
drt first-iter violations -> 24
capturing element type of the critical path -> output port
series of cell instances along the critical path -> clkdlybuf4s15_2 -> buf_4 -> or3b_1 -> o211ai_1 -> clkdlybuf4s50_1
maximum number of pins on one net before global-route repair -> 11
number of routed nets with antenna violations -> 0
Total Negative Setup Slacks -> 0 ns
total antenna diodes in the routed design -> 0
gate count of the mapped netlist -> 32
netlist area before placement -> 232.7 sq um
outcome -> completed
drc violations -> 0
worst max-delay path: cells and delay by family:
family | cells | cell delay [ns]
buf+inv | 3 | 0.87
simple gates | 1 | 0.36
compound gates | 1 | 0.09
routing by layer:
metal / routed length, microns / part of all wire (%) / track usage [%] / up-vias
met5: 0 / 0 / 0 / -
met4: 0 / 0 / 0 / 0
met3: 127 / 16 / 1.364 / 0
met2: 277 / 36 / 3.210 / 8
met1: 375 / 48 / 3.032 / 124
li1: - / - / - / 163
what timing repair did:
| item | CTS | global route |
|---|---|---|
| setup endpoints to repair | 7 | 2 |
| gates resized | 16 | 2 |
| hold buffers | 0 | 0 |
where the power goes:
| group | switching, mW | internal (mW) | total, mW |
|---|---|---|---|
| logic | 0.0245 | 0.0421 | 0.0665 |
| clock network | 0 | 0 | 0 |
| registers | 0 | 0 | 0 |
cell type report:
type                       instances  area (sq um)
fill                             401          2957
timing repair buffer              21         186.4
tap                               46         57.56
multi-input combinational         28         215.2
cell usage in the layout, fill, tap and decap left out, drive strengths merged, types with 2 or more instances in the layout:
cell type	count
buf	11
o211ai	4
nand2b	3
nand4b	3
clkdlybuf4s15	3
clkdlybuf4s50	3
or4b	3
nand3	2
dlymetal6s2s	2
dlygate4sd2	2
kinds of logic (layout without fill, tap and decap cells):
family	after synthesis	count (layout)	share of synthesized area [%]
buffers and inverters	4	21	9.140
AND/OR/NAND/NOR	20	20	65.06
XOR/XNOR	1	1	3.764
AND-OR/OR-AND	7	7	22.04
metrics by stage:
stage                     util, %  hold WS (ns)
after floorplan                 -         1.020
after global placement      13.30         2.099
after detailed placement    13.30         2.118
after CTS                   13.30         1.575
after global routing        13.44         1.469
final                       13.44         1.417
path summary, 6_finish.rpt:
check | from | endpoint | cells past startpoint
setup / recovery | num_in[3] | numCode_out[1] | 5
hold / removal | num_in[1] | numCode_out[0] | 4
Power figures rest on the tool's default switching activity, not on a simulated workload.
