<file path="flow/run.sh">
#!/bin/bash
# OpenROAD 26Q1-2900-gdf79404cd8, Yosys 0.63+post, stock flow scripts
make -C /OpenROAD-flow-scripts/flow DESIGN_CONFIG=/design/flow/config.mk WORK_HOME=/design/flow/orfs finish
</file>
<file path="flow/config.mk">
export PLATFORM = sky130hd
export DESIGN_NAME = fourWordFourBitFile
export DESIGN_NICKNAME = fourWordFourBitFile
export VERILOG_FILES = /design/flow/design.v
export SDC_FILE = /design/flow/constraint.sdc
export NUM_CORES = 4
export LEC_CHECK = 1
export CORE_AREA = 10 10 89 89
export DIE_AREA = 0 0 99 99
</file>
<file path="flow/constraint.sdc">
current_design fourWordFourBitFile

set clk_period 1.8
set clk_io_pct 0.2

create_clock -name clk0 -period $clk_period [get_ports {clk}]

set non_clock_inputs [all_inputs -no_clocks]
set_input_delay [expr $clk_period * $clk_io_pct] -clock clk0 $non_clock_inputs
set_output_delay [expr $clk_period * $clk_io_pct] -clock clk0 [all_outputs]
</file>
<file path="flow/design.v">
`timescale 1ns / 1ps
module bit1register(q,clk,clr,din,write);
	input clk,clr,din,write;
	output q;
	wire temp;
	assign temp = (write)? din:q;
	flipFlop flipflop(q,clk,temp,clr); 
endmodule
`timescale 1ns / 1ps
module bit4register(q, clk, clr,din,write);
	input[3:0] din;
	input clk,clr,write;
	output[3:0] q;
	bit1register reg1(q[0],clk,clr,din[0],write);  
	bit1register reg2(q[1],clk,clr,din[1],write);
	bit1register reg3(q[2],clk,clr,din[2],write);
	bit1register reg4(q[3],clk,clr,din[3],write);
endmodule
`timescale 1ns / 1ps
module decoder2to4(control,f);
	input[1:0] control;
	output[3:0] f;
	assign f = 1 << control; 
endmodule
`timescale 1ns / 1ps
module flipFlop(q, clk, d, clr);
	input clk, clr, d;
	output reg q;
	always @(negedge clk)
	if (clr) q <= 0;
	else q <= d;
endmodule
`timescale 1ns / 1ps
 module fourWordFourBitFile(in, out, writeAddress, readAddress, clk, clr, write);
	input[3:0] in;
	output[3:0] out;
	input[1:0] writeAddress;
	input[1:0] readAddress;
	input clk, clr, write;
	wire[3:0] input0, input1, input2, input3;
		registerFile file(writeAddress, clk,clr,in,write,input0,input1,input2,input3);  
		mux4to1_4bits mux(input0, input1, input2, input3, out, readAddress);  
endmodule
`timescale 1ns / 1ps
module mux4to1_4bits(input0, input1, input2, input3, output0, control);
	input[3:0] input0,input1,input2,input3;
	output[3:0] output0;
	input[1:0] control;
	assign output0 = (control == 0)? input0 : 
						  (control == 1)? input1 : 
						  (control == 2)? input2 : 
						  (control == 3)? input3 : 0;
endmodule
`timescale 1ns / 1ps
module registerFile(sel,clk,clr,w,write,q0,q1,q2,q3);
	input[1:0] sel;
	input[3:0] w;
	input clk,clr,write;
	output[3:0] q0,q1,q2,q3;
	wire[3:0] we,f;
	decoder2to4 dec (sel,f);
	assign we[0] = (f[0] == 1 && write)? 1 : 0;
	assign we[1] = (f[1] == 1 && write)? 1 : 0;
	assign we[2] = (f[2] == 1 && write)? 1 : 0;
	assign we[3] = (f[3] == 1 && write)? 1 : 0;
	bit4register reg1 (q0, clk, clr,w,we[0]);
	bit4register reg2 (q1, clk, clr,w,we[1]);
	bit4register reg3 (q2, clk, clr,w,we[2]);
	bit4register reg4 (q3, clk, clr,w,we[3]);
endmodule
</file>
==> results.yml <==
# yosys + openroad results
status:
  status: "finished, violations left"
  violations: "negative setup slack"
drt:
  drtIter0Drc: 12
  num_antenna_cells: 0
  wirelength_um: 1912
  dr.pass1.iters: 4
  postRouteAntennaNets: 0
  wl_per_cell_um: 10.74
  drc: 0
  vias: 595
  vias_per_cell: 3.343
logic_synthesis:
  yosys_area_um2: 760.7
  yosysSeqAreaShare_pct: 42.11
  numSynthFlops: 16
  ys_sh_xor_pct: 0
  yosys.area.top_type_share_pct: 42.11
  mux_share_pct: 33.88
  yosysWarnings: 1
  synth_top_cell_by_count: "nand2b_1"
  edf_count: 0
  synthCells: 63
  simple_gate_area_share_pct: 22.53
  top_area_cell: "dfxtp_1"
  netlist_area_um2: 760.7
  ys_cells: 63
  common_cells: "nand2b_1 (20), dfxtp_1 (16), mux2i_1 (16)"
  fa_ha_area_share_pct: 0
  netlist_logic_family_top: "multiplexers"
  synthFlopType: "dfxtp_1"
  ys_async_sr_fraction_pct: 0
  syn_avg_cell_area_um2: 12.08
  ys_types: 10
  synthAoiAreaFrac_pct: 0
  top_cells_by_area: "dfxtp_1 (42%), mux2i_1 (21%), nand2b_1 (16%)"
final_layout:
  finalInstanceArea_um2: 1172
  syn2layout_area_growth_pct: 54.11
  layoutNonFillerInstCount: 178
  drive_above_1_share_pct: 35.92
pwr:
  p_total_mw: 0.9004
  power_density_nw_per_um2: 768.0
  p_leak_nw: 0.5689
  irDropWorstVdd_uv: 347.8
clock_tree:
  htreeDepth: 1
  hold_buffers: 0
  cts_sinks: 16
  cts_tree: "built"
  clock_path_buffers: 2
  cts.reportedPaths.clkPinSlew_ns: 0.03
  worstSkewPairLatency_ns: 0.32
  clockRootBuffer: "clkbuf_8"
  numCtsBuffers: 3
setup_path:
  arrival_ns: 2.11
  required_ns: 1.44
  path_buffers: 1
  crit_fanout: 2
  critPathCaptureType: "output pin"
  crit_type: "register to output pin"
  max_stage_delay_ns: 0.46
  slowest_stage: "mux4_2"
  crit_family: "multiplexers"
  rr_startpoint: "file.reg3.reg4.flipflop.q"
  crit_start: "file.reg4.reg1.flipflop.q"
  start_kind: "register"
  path_cells: "mux4_2 -> buf_2"
floorplanning:
  die_x_um: 99
  dieArea_um2: 9801
  io_pins: 15
  initial_core_util_pct: 12.70
  coreArea_um2: 5991
  num_rows: 28
  fp.dieH_um: 99
sta:
  whs_ns: 0.4637
  rsz0062_at_grt: "true"
  hold_viol_final: 0
  slew_violations: 0
  finalClockSkew_ns: 0
  layout_setup_ws_ns: -0.6729
  worst_pin_slew_ns: 0.3152
  setup_viol: 4
  slew-limit-headroom_pct: 78.92
  fin_tns_setup_ns: -2.644
grt:
  overflow: 0
  grt_pass1_vias: 626
  antenna_found_initial: 0
  grt_pass1_wl_um: 3063
  grt_max_degree: 11
  grt_usage_pct: 4.000
run:
  max_cap_viol_count: 0
  warnings: 44
place:
  dpl-instance-area_um2: 1037
  dp.cells: 156
  gp_congestion: 0.7189
  portBuffers: 14
hold_path:
  worstHoldPathType: "register to register"
  min_from: "file.reg4.reg4.flipflop.q"
cells in the final DEF, fill, tap and decap left out, types with 2 or more instances in the layout:
master,Yosys,layout
buf_2,0,8
buf_4,0,5
buf_6,0,2
clkbuf_8,0,3
clkdlybuf4s50_1,0,6
dfxtp_1,16,8
dfxtp_2,0,8
inv_1,1,16
mux2i_1,16,16
mux4_2,2,4
nand2b_1,20,19
nand3b_2,2,2
cell type report:
| type | instances | area [um^2] |
|---|---|---|
| clock buffers | 3 | 41.29 |
| well taps | 75 | 93.84 |
| multi-input cells | 44 | 429.2 |
| fillers | 647 | 4818 |
| repair buffers | 23 | 212.7 |
| flip-flops and latches | 16 | 330.3 |
| clock inverters | 17 | 65.06 |
worst paths after layout:
check	end	slack, ns	cells after the start
worst max-delay path	out[0]	-0.67	2
worst min-delay path	file.reg4.reg4.flipflop.q	0.46	2
worst max register to register	file.reg3.reg4.flipflop.q	1.14	3
worst min register to register	file.reg4.reg4.flipflop.q	0.46	2
logic make-up (layout without fill, tap and decap cells):
group / Yosys count / after routing
buf+inv: 3 / 43
flops: 16 / 16
mux: 20 / 20
simple gates: 24 / 24
flip-flops by register name, summed over array words and instances (netlist names):
register	count
file.reg1.reg4.flipflop.q	1
file.reg1.reg2.flipflop.q	1
file.reg4.reg3.flipflop.q	1
file.reg4.reg1.flipflop.q	1
file.reg3.reg4.flipflop.q	1
file.reg2.reg1.flipflop.q	1
file.reg3.reg3.flipflop.q	1
file.reg4.reg4.flipflop.q	1
file.reg2.reg2.flipflop.q	1
file.reg3.reg2.flipflop.q	1
file.reg1.reg1.flipflop.q	1
file.reg3.reg1.flipflop.q	1
file.reg4.reg2.flipflop.q	1
file.reg2.reg3.flipflop.q	1
file.reg1.reg3.flipflop.q	1
file.reg2.reg4.flipflop.q	1
power breakdown:
group	leakage [nW]	internal [mW]	switching, mW
logic	0.328	0.0703	0.0407
clock network	0.107	0.199	0.213
registers	0.134	0.371	0.00576
total	0.569	0.641	0.260
what timing repair did:
item	CTS	global route
pin swaps	1	1
gates cloned	1	0
gates resized	26	13
endpoints found under the setup margin	20	8
setup buffers	1	1
worst min-delay path, stage by stage (launching register included):
cell and delay (ns):
dfxtp_2 0.31, nand2b_1 0.06, mux2i_1 0.05
stage by stage:
step | util, % | setup slack [ns]
global route | 19.57 | -0.7346
CTS | 19.59 | -0.6996
global placement | 17.31 | -0.6697
floorplan | - | -0.1628
finish | 19.57 | -0.6729
detailed placement | 17.31 | -0.6712
routing by layer:
metal / wire length, um / track usage, %
met5: 0 / 0
met4: 6 / 1.103
met3: 236 / 3.030
met2: 808 / 5.361
met1: 860 / 4.877
No activity file was given, so power comes from the tool's default toggle rates.
